`flow/run.sh`:
```
#!/bin/bash
# OpenROAD 26Q1-2900-gdf79404cd8, Yosys 0.63+post, stock flow scripts
make -C /OpenROAD-flow-scripts/flow DESIGN_CONFIG=/design/flow/config.mk WORK_HOME=/design/flow/orfs finish
```
`flow/constraint.sdc`:
```
current_design full_hash_des_box

set clk_period 13.6
set clk_io_pct 0.2

create_clock -name clk0 -period $clk_period [get_ports {clk}]

set non_clock_inputs [all_inputs -no_clocks]
set_input_delay [expr $clk_period * $clk_io_pct] -clock clk0 $non_clock_inputs
set_output_delay [expr $clk_period * $clk_io_pct] -clock clk0 [all_outputs]
```
`flow/config.mk`:
```
export PLATFORM = sky130hd
export DESIGN_NAME = full_hash_des_box
export DESIGN_NICKNAME = full_hash_des_box
export VERILOG_FILES = /design/flow/design.v
export SDC_FILE = /design/flow/constraint.sdc
export NUM_CORES = 4
export LEC_CHECK = 1
export CORE_UTILIZATION = 40
```
`flow/design.v`:
```
module full_hash_des_box(
	input rst_n,
	input clk,
	input M_valid,
	input [7:0] message,
	input [63:0] counter,
	output reg [31:0] digest_out,
	output reg hash_ready
);
	localparam h_0 = 4'h4;
	localparam h_1 = 4'hB;
	localparam h_2 = 4'h7;
	localparam h_3 = 4'h1;
	localparam h_4 = 4'hD;
	localparam h_5 = 4'hF;
	localparam h_6 = 4'h0;
	localparam h_7 = 4'h3;
	localparam S0 = 2'b00;
	localparam S1 = 2'b01;
	localparam S2 = 2'b10;
	reg [7:0] MSG; 			  
	reg [63:0] C_COUNT; 	  
	reg [63:0] COUNTER;		  
	reg [7:0] [3:0] H_MAIN;   
	reg [7:0] [3:0] H_LAST;   
	reg [1:0] STAR;			  
	reg M_VALID_R;			  
	wire [7:0] [3:0] half_hash;	
	H_main_computation main(
		.m(MSG),
		.h_main(H_MAIN),
		.h_main_out(half_hash)
	);
	H_last_computation final_op(
		.H_main(H_MAIN), 
		.counter(COUNTER), 
		.H_last(H_LAST)
	);
	always @(posedge clk or negedge rst_n) begin
		if(!rst_n) begin
			STAR <= S0;
			hash_ready <= 0;
		end else begin
			case(STAR)
				S0: begin
					STAR <= (M_valid == 1) ? ((counter > 0) ? S1: S2) : S0;
					MSG <= message;
					M_VALID_R <= M_valid;
					C_COUNT <= counter;
					COUNTER <= counter;
					H_MAIN <= {h_0, h_1, h_2, h_3, h_4, h_5, h_6, h_7};
					hash_ready <= (M_valid == 1'b1) ? 1'b0 : hash_ready;
				end
				S1: begin 
					H_MAIN <= (M_VALID_R == 1) ? half_hash : H_MAIN;
					C_COUNT <= (M_valid == 1) ? C_COUNT - 1 : C_COUNT;
					M_VALID_R <= M_valid;
					STAR <= (C_COUNT == 1) ? S2 : S1;
					MSG <= (M_valid == 1) ? message : MSG;
				end
				S2: begin
					digest_out <= H_LAST;
					hash_ready <= 1;
					M_VALID_R <= M_valid;
					STAR <= S0;
				end
				default: STAR <= S0;
			endcase
		end
	end
endmodule
module H_main_computation(
	input [7:0] m,
	input [7:0] [3:0] h_main,
	output [7:0] [3:0] h_main_out
);
	wire [5:0] m6;
    assign m6 = {m[3]^m[2], m[1], m[0], m[7], m[6], m[5]^m[4]};
	wire [3:0] s_value;
	S_Box SBox(
		.in(m6),
		.out(s_value)
		);
	wire [7:0] [3:0] h_main_1;
	Hash_Round Round_1(
		.S_Box_value(s_value),
		.h_main(h_main),
		.h_out(h_main_1)
		);
	wire [7:0] [3:0] h_main_2;
	Hash_Round Round_2(
		.S_Box_value(s_value),
		.h_main(h_main_1),
		.h_out(h_main_2)
		);
	wire [7:0] [3:0] h_main_3;
	Hash_Round Round_3(
		.S_Box_value(s_value),
		.h_main(h_main_2),
		.h_out(h_main_3)
		);
	Hash_Round Round_4(
		.S_Box_value(s_value),
		.h_main(h_main_3),
		.h_out(h_main_out)
		);
endmodule
module Hash_Round(
	input [3:0] S_Box_value,  
	input [7:0] [3:0] h_main,  
    output reg [7:0] [3:0] h_out  
);
	reg [3:0] tmp;	
	always @(*) begin
		tmp = h_main[1] ^ S_Box_value;
		h_out[0] = tmp;
		tmp = h_main[2] ^ S_Box_value;
		h_out[1] = tmp;
		tmp = h_main[3] ^ S_Box_value; 
		h_out[2] = {tmp[2:0], tmp[3]};
		tmp = h_main[4] ^ S_Box_value; 
		h_out[3] = {tmp[2:0], tmp[3]};
		tmp = h_main[5] ^ S_Box_value; 
		h_out[4] = {tmp[1:0], tmp[3:2]};
		tmp = h_main[6] ^ S_Box_value; 
		h_out[5] = {tmp[1:0], tmp[3:2]};
		tmp = h_main[7] ^ S_Box_value; 
		h_out[6] = {tmp[0], tmp[3:1]};
		tmp = h_main[0] ^ S_Box_value; 
		h_out[7] = {tmp[0], tmp[3:1]};
	end
endmodule
module H_last_computation(
	input [7:0] [3:0] H_main, 		 
	input [63:0] counter, 			 
	output reg [7:0] [3:0] H_last	 
);
	reg [7:0] [5:0] idx;
	reg [7:0] [3:0] S_value;
	reg [7:0] [3:0] tmp;
	reg [7:0] [3:0] h_out;
	Counter_to_C_6 C6_0(
		.in_c(counter[63:56]), 
		.out_c(idx[0])
		);
	S_Box Sbox0(
		.in(idx[0]), 
		.out(S_value[7])
		);
	Counter_to_C_6 C6_1(
		.in_c(counter[55:48]),
		.out_c(idx[1])
		);
	S_Box Sbox1(
		.in(idx[1]),
		.out(S_value[6])
		);
	Counter_to_C_6 C6_2(
		.in_c(counter[47:40]),
		.out_c(idx[2])
		);
	S_Box Sbox2(
		.in(idx[2]),
		.out(S_value[5])
		);
	Counter_to_C_6 C6_3(
		.in_c(counter[39:32]),
		.out_c(idx[3])
		);
	S_Box Sbox3(
		.in(idx[3]),
		.out(S_value[4])
		);
	Counter_to_C_6 C6_4(
		.in_c(counter[31:24]),
		.out_c(idx[4])
		);
	S_Box Sbox4(
		.in(idx[4]),
		.out(S_value[3])
		);
	Counter_to_C_6 C6_5(
		.in_c(counter[23:16]),
		.out_c(idx[5])
		);
	S_Box Sbox5(
		.in(idx[5]),
		.out(S_value[2])
		);
	Counter_to_C_6 C6_6(
		.in_c(counter[15:8]),
		.out_c(idx[6])
		);
	S_Box Sbox6(
		.in(idx[6]),
		.out(S_value[1])
		);
	Counter_to_C_6 C6_7(
		.in_c(counter[7:0]),
		.out_c(idx[7])
		);
	S_Box Sbox7(
		.in(idx[7]),
		.out(S_value[0])
		);
	always @(*) begin
		tmp[0] = H_main[1] ^ S_value[0];
		h_out[0] = tmp[0];
		tmp[1] = H_main[2] ^ S_value[1];
		h_out[1] = tmp[1];
		tmp[2] = H_main[3] ^ S_value[2];
		h_out[2] = {tmp[2][2:0], tmp[2][3]};
		tmp[3] = H_main[4] ^ S_value[3];
		h_out[3] = {tmp[3][2:0], tmp[3][3]};
		tmp[4] = H_main[5] ^ S_value[4];
		h_out[4] = {tmp[4][1:0], tmp[4][3:2]};
		tmp[5] = H_main[6] ^ S_value[5];
		h_out[5] = {tmp[5][1:0], tmp[5][3:2]};
		tmp[6] = H_main[7] ^ S_value[6];
		h_out[6] = {tmp[6][0], tmp[6][3:1]};
		tmp[7] = H_main[0] ^ S_value[7];
		h_out[7] = {tmp[7][0], tmp[7][3:1]};
		H_last = {h_out[7], h_out[6], h_out[5], h_out[4], h_out[3], h_out[2], h_out[1], h_out[0]};
	end
endmodule
module Counter_to_C_6( input [7:0] in_c, output reg [5:0] out_c);
	always @(*) begin
		out_c = {in_c[7] ^ in_c[1], in_c[3], in_c[2], in_c[5] ^ in_c[0], in_c[4], in_c[6]};
	end
endmodule
module S_Box(input [5:0] in, output reg [3:0] out);
  	reg [1:0] row;
  	reg [3:0] column;
   	always @(*) begin
    	row = {in[5], in[0]};
    	column = in[4:1];
    	case(row)
			2'b00: 
				case(column)
					4'b0000: out = 4'b0010; 4'b0001: out = 4'b1100;
					4'b0010: out = 4'b0100; 4'b0011: out = 4'b0001;
					4'b0100: out = 4'b0111; 4'b0101: out = 4'b1010;
					4'b0110: out = 4'b1011; 4'b0111: out = 4'b0110;
					4'b1000: out = 4'b1000; 4'b1001: out = 4'b0101;
					4'b1010: out = 4'b0011; 4'b1011: out = 4'b1111;
					4'b1100: out = 4'b1101; 4'b1101: out = 4'b0000;
					4'b1110: out = 4'b1110; 4'b1111: out = 4'b1001;
				endcase
			2'b01: 
				case(column)
					4'b0000: out = 4'b1110; 4'b0001: out = 4'b1011;
					4'b0010: out = 4'b0010; 4'b0011: out = 4'b1100;
					4'b0100: out = 4'b0100; 4'b0101: out = 4'b0111;
					4'b0110: out = 4'b1101; 4'b0111: out = 4'b0001;
					4'b1000: out = 4'b0101; 4'b1001: out = 4'b0000;
					4'b1010: out = 4'b1111; 4'b1011: out = 4'b1100;
					4'b1100: out = 4'b0011; 4'b1101: out = 4'b1001;
					4'b1110: out = 4'b1000; 4'b1111: out = 4'b0110;
				endcase
			2'b10: 
				case(column)
					4'b0000: out = 4'b0100; 4'b0001: out = 4'b0010;
					4'b0010: out = 4'b0001; 4'b0011: out = 4'b1011;
					4'b0100: out = 4'b1100; 4'b0101: out = 4'b1101;
					4'b0110: out = 4'b0111; 4'b0111: out = 4'b1000;
					4'b1000: out = 4'b1111; 4'b1001: out = 4'b1001;
					4'b1010: out = 4'b1100; 4'b1011: out = 4'b0101;
					4'b1100: out = 4'b0110; 4'b1101: out = 4'b0011;
					4'b1110: out = 4'b0000; 4'b1111: out = 4'b1110;
				endcase	
			2'b11: 
				case(column)
					4'b0000: out = 4'b1011; 4'b0001: out = 4'b1000;
					4'b0010: out = 4'b1100; 4'b0011: out = 4'b0111;
					4'b0100: out = 4'b0001; 4'b0101: out = 4'b1110;
					4'b0110: out = 4'b0010; 4'b0111: out = 4'b1101;
					4'b1000: out = 4'b0110; 4'b1001: out = 4'b1111;
					4'b1010: out = 4'b0000; 4'b1011: out = 4'b1001;
					4'b1100: out = 4'b1100; 4'b1101: out = 4'b0100;
					4'b1110: out = 4'b0101; 4'b1111: out = 4'b0011;
				endcase
		endcase
   	end
endmodule
```
==> impl_metrics.ini <==
; generated from flow reports
[route]
vias_per_cell = 5.67
ant_nets = 0
post_drt_wl_per_cell_um = 18.5
drt-total-wl_um = 39700
drt_iter0_drc = 808
drt_first_pass_iters = 5
drc_errors = 0
vias = 12100

[logic_synthesis]
largest_area_cell = edfxtp_1
yosys_area_um2 = 15400
syn-cell-area_um2 = 15400
ff_type = edfxtp_1
synthTopCellsByArea = edfxtp_1 39%, mux4_2 6.2%, ha_1 6.0%
ys_ff = 221
edf_count = 201
ys_top_cells_by_count = 201 x edfxtp_1, 156 x nor2_1, 107 x nand2_1
synth-warning-count = 5
synth_cells = 1525
yosysUniqueCellTypes = 77
avgSynthCellArea_um2 = 10.1
ys_seq_share_pct = 42.1
synthArstFlopShare_pct = 1.81
top_area_share_pct = 39.3
yosys_cells = 1525
synth_top_cell_by_count = edfxtp_1

[sta]
finalClockPeriodUsage_pct = 37.0
final_hold_viol_count = 0
drv_slew = 0
slew_headroom_pct = 42.3
max_freq_mhz = 199
layout_min_cycle_time_ns = 5.03
rsz0062_at_grt = no
report.final.setup_viol = 0
tightestPinTransition_ns = 0.859
skew_ns = 0.0329
tns_ns = 0

[clock_tree]
cts_buffer_depth = 3
postCtsSetupBuffers = 0
cts.htree.levels = 1
ctsRootBufferMaster = clkbuf_16
cts.repair.resized = 0
path_clk_slew_ns = 0.06
clkLatencyLatePin_ns = 0.55
cts.sinks = 221
cts_tree = yes
hold_buffers = 0
cts_buffers = 27

[global_routing]
track_usage_pct = 21.7
grt_first_pass_wirelength_um = 62700
antenna_found_initial = 2
grt_start_max_net_pins = 60
grt_pass1_vias = 11300
gr-total-overflow = 0

[floorplanning]
core-area_um2 = 37800
io_pins = 108
die_x_um = 198
rows = 71
die_area_um2 = 39200
initCoreUtil_pct = 40.7
die_h_um = 198

[setup_path]
reg2regPathDepth = 7
startpoint_type = input port
path_max_fanout = 12
worst_path_largest_cell_delay_ns = 0.51
path_cells = clkdlybuf4s50_1 > mux2_2 > nand2_1 > mux2_2 > clkinv_1 > ha_1 > mux2_2 > a221o_1
critPathMostFrequentCell = mux2_2
crit_type = input port to flip-flop
crit_slowest_cell = clkdlybuf4s50_1
endpoint_kind = flip-flop
reg2reg_to = C_COUNT[60]
crit_start = M_valid
crit_required_ns = 14.03
critPathArrivalTime_ns = 5.46
reg2reg_from = C_COUNT[0]
reg2reg_slack_ns = 10.04

[final_layout]
stdcell_count = 2141
fill_cells = 3404
drive_gt1_share_pct = 9.71
area_delta_synth_final_pct = 16.7
flop_area_um2 = 6460
multi_input_comb_area_um2 = 8340

[pwr]
power_density_nw_per_um2 = 99.5
p_leak_uw = 0.00614
ir_drop_mv = 0.110

[place]
place_hpwl_um = 28200
gp_congestion = 0.932
port_buffers = 107
dp_cells = 2090

[worst_hold_path]
hp-class = flip-flop to flip-flop

[flow_run]
warnings = 83
max_cap_viol_count = 0

[outcome]
status = complete, no violations
critical path: cells and delay by family:
| family | cells | cell delay [ns] |
|---|---|---|
| AND-OR/OR-AND | 1 | 0.28 |
| multiplexers | 3 | 0.95 |
| buffers and inverters | 2 | 0.86 |
| AND/OR/NAND/NOR | 1 | 0.27 |
| adder cells (fa/ha/maj) | 1 | 0.37 |
placed cells by master (no fill, tap or decap), types with 6 or more instances in the layout:
master | Yosys | routed
edfxtp_1 | 201 | 201
nor2_1 | 156 | 156
nand2_1 | 107 | 107
clkdlybuf4s50_1 | 0 | 107
xnor2_1 | 101 | 101
ha_1 | 74 | 74
a21oi_1 | 71 | 71
o21ai_0 | 67 | 67
inv_1 | 51 | 50
a31oi_1 | 46 | 46
mux4_2 | 42 | 42
nor3_1 | 41 | 41
nand3_1 | 36 | 36
buf_4 | 0 | 34
xor2_1 | 32 | 32
nor4_1 | 32 | 32
clkbuf_16 | 0 | 28
mux2i_1 | 26 | 26
nand2b_1 | 26 | 26
o211ai_1 | 24 | 24
or4_1 | 24 | 24
o31ai_1 | 20 | 20
a211oi_1 | 20 | 20
or3_1 | 18 | 18
dfxtp_1 | 16 | 16
or2_2 | 15 | 15
nor2b_1 | 13 | 12
clkinv_1 | 8 | 11
a21o_1 | 11 | 11
o22ai_1 | 11 | 11
nand4_1 | 10 | 10
a211o_1 | 8 | 8
mux2_2 | 7 | 7
nand4b_1 | 7 | 7
nand3b_1 | 7 | 7
o41ai_1 | 7 | 7
a221oi_1 | 6 | 6
a221o_1 | 6 | 6
clkbuf_8 | 0 | 6
area by class of cell:
type,instances,share of cell area (%)
Antenna cell,2,0.0279
Clock inverter,12,0.643
Timing Repair Buffer,141,7.40
Clock buffer,37,4.44
Multi-Input combinational cell,1155,46.5
Inverter,62,1.30
Tap cell,511,3.57
Sequential cell,221,36.1
per-layer routing:
layer  vias to the layer above  track usage (%)  part of all wire, %
met4                         0             5.14                  2.6
met3                        53             5.02                  7.2
met5                         -                0                    0
li1                       5940                -                    -
met1                      5729             34.5                   45
met2                       414             31.7                   45
power by group:
| group | total (uW) | switching (uW) | internal (uW) |
|---|---|---|---|
| Sequential | 822 | 29.2 | 793 |
| Clock | 727 | 283 | 444 |
| Combinational | 233 | 123 | 111 |
| Total | 1780 | 435 | 1350 |
sequential cells by signal, summed over array words and instances (netlist names), named ones only:
signal / count
STAR: 3
M_VALID_R: 1
H_MAIN: 32
COUNTER: 64
C_COUNT: 64
digest_out: 32
MSG: 8
hash_ready: 1
cells by family (layout without fill, tap and decap cells):
logic type                 after synthesis  count (layout)  share of synthesized area [%]
DFF                                    221             221                           42.1
other                                    0               2                              0
and+or+nand+nor                        519             519                           16.9
xor gates and xnor gates               133             133                           7.59
AOI/OAI and AO/OA                      353             353                           15.3
buffers and inverters                  149             252                           3.66
muxes                                   76              76                           8.44
adders and majority gates               74              74                           6.03
per-stage QoR:
step | hold slack [ns] | util (%) | worst slack, ns | instance area [um^2] | total power [uW]
after floorplan | 0.485 | - | 8.58 | 15400 | 977
after global placement | 0.526 | 45.0 | 8.10 | 17000 | 1070
after detailed placement | 0.534 | 45.0 | 8.02 | 17000 | 1070
after CTS | 0.547 | 47.4 | 8.57 | 17900 | 1800
after global routing | 0.569 | 47.4 | 8.44 | 17900 | 1850
final | 0.548 | 47.4 | 8.57 | 17900 | 1780
worst min-delay path by stage:
stage	slack, ns	endpoint	cells past startpoint	start
global route	0.57	STAR[0]	1	STAR[1]
CTS	0.55	STAR[0]	1	STAR[1]
finish	0.55	STAR[0]	1	STAR[1]
No activity file was given, so power comes from the tool's default toggle rates.
